--- design.v ---
`timescale 1ns / 1ps
module usbModule (
    output STP,
    output USB_RST,
    inout [7:0] DATA_OUT_PORT,
    input CLK_USB,
    input DIR,
    input NXT,
    input SYS_RST,
    input SYSTEM_READY
);
  localparam FunctionControlWrite = {2'b10, 6'h04, 8'b01000001};
  localparam InterfaceControlWrite = {2'b10, 6'h07, 8'b00000000};
  localparam OTGControlWrite = {2'b10, 6'h0A, 8'b00000110};
  localparam USBInterruptEnableRising = {2'b10, 6'h0D, 8'b00011111};
  localparam USBInterruptEnableFalling = {2'b10, 6'h10, 8'b00011111};
  localparam USBInterruptStatusRegister = {2'b10, 6'h13, 8'b00000000};
  localparam IDLE_DATA = {2'b00, 6'h00};
  localparam USBInterruptStatus_RD = {
    2'b11, 6'h14, 8'b00000000
  };   
  localparam DebugRegister = {2'b11, 6'h15, 8'b00000000};   
  localparam  BOOT_UP=                           10, 
              IDLE =                             11, 
              SET_FUNCTION_CONTROL=              12,  
              SET_INTERFACE_CONTROL =            13, 
              SET_OTG_CONTROL =                  14,
              SET_USB_INTERRUPT_EN_R =           15, 
              SET_USB_INTERRUPT_F=               16, 
              SET_USB_INTERRUPT_STATUS_REGISTER= 17,
              CONFIGURATION_COMPLETE=            18,
              TRANSMIT_DATA=                     19;
  localparam SEND_DATA = 31;
  localparam RX_MODE =1, TX_MODE =0; 
  reg TXD_CMD_USB_TX={01000011};
  reg [31:0]Data_trx;
  reg [7:0] TX_DATA = 8'd0;
  reg [15:0] RX_DATA = 16'd0;
  reg STP_R = 1'b0;
  reg USB_RST_R = 1'b0;
  reg [7:0] SYS_STATE = 8'd10;
  reg INITIATE_BOOT = 1'b1;
  reg [15:0] BOOTUP_COUNTER = 16'd0;
  reg BOOT_UP_DONE = 1'b0;
  reg [15:0] data_counter = 4'b0; 
  reg [1:0] NXT_VALID = 2'd0;
  reg  READY_GO=1'b0;
  reg TRX_STATE =TX_MODE; 
  reg DATA_VALID;
  reg [7:0]DATA_OUT;
    assign DATA_OUT_PORT= DATA_OUT;
    assign STP = STP_R;
    assign USB_RST = USB_RST_R;
  always @(posedge CLK_USB) begin
    if (INITIATE_BOOT && BOOTUP_COUNTER <= 16'd25) begin
      BOOTUP_COUNTER <= BOOTUP_COUNTER + 1;
      BOOT_UP_DONE   <= 1'b0;
    end else begin
      BOOT_UP_DONE   <= 1'b1;
      BOOTUP_COUNTER <= 16'd0;
    end
  end
  always@(posedge CLK_USB)
  begin
  if(SYSTEM_READY)READY_GO= 1'b1;
   else if(SYS_RST)READY_GO=1'b0;
  end
   always@(posedge CLK_USB)
   begin
       if(DIR) TRX_STATE <= RX_MODE;
       else    TRX_STATE <= TX_MODE;
   end
  always @(negedge CLK_USB or posedge SYS_RST) begin
    if (SYS_RST) begin
      SYS_STATE = BOOT_UP;
      TX_DATA   = 8'b0;
      USB_RST_R = 1'b1;
    end 
    else begin
      case (SYS_STATE)
        BOOT_UP: begin
            INITIATE_BOOT <= 1'b1;
          if (BOOT_UP_DONE) begin
            INITIATE_BOOT <= 1'b0;
            SYS_STATE <= SET_FUNCTION_CONTROL;
            USB_RST_R <= 1'b0;
          end
        end
        SET_FUNCTION_CONTROL: begin
          if (DIR == 0) begin
            case (data_counter)
              16'd0: begin
                TX_DATA <= FunctionControlWrite[15:8];
              end
              16'd1: begin
                TX_DATA <= FunctionControlWrite[15:8];
              end
              16'd2: begin
                TX_DATA <= FunctionControlWrite[15:8];
                if (NXT) NXT_VALID = 2'b01;
              end
              16'd3: begin
                if (NXT) begin
                  NXT_VALID <= 2'b10;
                  TX_DATA   <= FunctionControlWrite[7:0];
                end
              end
              16'd4: begin
                STP_R   <= 1'b1;
                TX_DATA <= IDLE_DATA;
              end
              16'd5: begin
                STP_R   <= 1'b0;
                TX_DATA <= IDLE_DATA;
              end
               16'd6: begin
                STP_R   <= 1'b0;
                TX_DATA <= IDLE_DATA;
              end
              16'd7: begin
                TX_DATA <= IDLE_DATA;
                SYS_STATE <= SET_INTERFACE_CONTROL ;   
                data_counter <= 16'd0;
              end 
             default: begin data_counter<= 16'b0;end
            endcase
            end  end
          SET_INTERFACE_CONTROL: begin
                  if (DIR == 0) begin
                    case (data_counter)
                      16'd0: begin
                        TX_DATA <= InterfaceControlWrite[15:8];
                      end
                      16'd1: begin
                        TX_DATA <= InterfaceControlWrite[15:8];
                      end
                      16'd2: begin
                        TX_DATA <= InterfaceControlWrite[15:8];
                        if (NXT) NXT_VALID = 2'b01;
                      end
                      16'd3: begin
                        if (NXT) begin
                          NXT_VALID <= 2'b10;
                          TX_DATA   <= InterfaceControlWrite[7:0];
                        end
                      end
                      16'd4: begin
                        STP_R   <= 1'b1;
                        TX_DATA <= IDLE_DATA;
                      end
                      16'd5: begin
                        STP_R   <= 1'b0;
                        TX_DATA <= IDLE_DATA;
                      end
                      16'd7: begin
                        TX_DATA <= IDLE_DATA;
                        SYS_STATE <= SET_OTG_CONTROL ;   
                        data_counter <= 16'd0;
                      end 
                      default: begin data_counter<= 16'b0;end
                    endcase
             end end
          SET_OTG_CONTROL: begin
                  if (DIR == 0) begin
                    case (data_counter)
                      16'd0: begin
                        TX_DATA <= OTGControlWrite[15:8];
                      end
                      16'd1: begin
                        TX_DATA <= OTGControlWrite[15:8];
                      end
                      16'd2: begin
                        TX_DATA <= OTGControlWrite[15:8];
                        if (NXT) NXT_VALID = 2'b01;
                      end
                      16'd3: begin
                        if (NXT) begin
                          NXT_VALID <= 2'b10;
                          TX_DATA   <= OTGControlWrite[7:0];
                        end
                      end
                      16'd4: begin
                        STP_R   <= 1'b1;
                        TX_DATA <= IDLE_DATA;
                      end
                      16'd5: begin
                        STP_R   <= 1'b0;
                        TX_DATA <= IDLE_DATA;
                      end
                      16'd7: begin
                        TX_DATA <= IDLE_DATA;
                        SYS_STATE <= SET_USB_INTERRUPT_EN_R ;   
                        data_counter <= 16'd0;
                      end 
                      default: begin data_counter<= 16'b0;end
                    endcase
             end end
          SET_USB_INTERRUPT_EN_R: begin
                  if (DIR == 0) begin
                    case (data_counter)
                      16'd0: begin
                        TX_DATA <= USBInterruptEnableRising[15:8];
                      end
                      16'd1: begin
                        TX_DATA <= USBInterruptEnableRising[15:8]; 
                        if (NXT) NXT_VALID = 2'b01;
                      end
                      16'd3: begin
                        if (NXT) begin
                          NXT_VALID <= 2'b10;
                          TX_DATA   <= USBInterruptEnableRising[7:0];
                        end
                      end
                      16'd4: begin
                        STP_R   <= 1'b1;
                        TX_DATA <= IDLE_DATA;
                      end
                      16'd5: begin
                        STP_R   <= 1'b0;
                        TX_DATA <= IDLE_DATA;
                      end
                      16'd7: begin
                        TX_DATA <= IDLE_DATA;
                        SYS_STATE <= SET_USB_INTERRUPT_F ;   
                        data_counter <= 16'd0;
                      end 
                      default: begin data_counter<= 16'b0;end
                    endcase
             end end
            SET_USB_INTERRUPT_F: begin
                  if (DIR == 0) begin
                    case (data_counter)
                      16'd0: begin
                        TX_DATA <= USBInterruptEnableFalling[15:8];
                      end
                      16'd1: begin
                        TX_DATA <= USBInterruptEnableFalling[15:8];
                        if (NXT) NXT_VALID = 2'b01;
                      end
                      16'd3: begin
                        if (NXT) begin
                          NXT_VALID <= 2'b10;
                          TX_DATA   <= USBInterruptEnableFalling[7:0];
                        end
                      end
                      16'd4: begin
                        STP_R   <= 1'b1;
                        TX_DATA <= IDLE_DATA;
                      end
                      16'd5: begin
                        STP_R   <= 1'b0;
                        TX_DATA <= IDLE_DATA;
                      end
                      16'd7: begin
                        TX_DATA <= IDLE_DATA;
                        SYS_STATE <= SET_USB_INTERRUPT_STATUS_REGISTER ;   
                        data_counter <= 16'd0;
                      end 
                      default: begin data_counter<= 16'b0;end
                    endcase
             end end
             SET_USB_INTERRUPT_STATUS_REGISTER: begin
                  if (DIR == 0) begin
                    case (data_counter)
                      16'd0: begin
                        TX_DATA <= USBInterruptStatusRegister[15:8];
                      end
                      16'd1: begin
                        TX_DATA <= USBInterruptStatusRegister[15:8];
                        if (NXT) NXT_VALID = 2'b01;
                      end
                      16'd3: begin
                        if (NXT) begin
                          NXT_VALID <= 2'b10;
                          TX_DATA   <= USBInterruptStatusRegister[7:0];
                        end
                      end
                      16'd4: begin
                        STP_R   <= 1'b1;
                        TX_DATA <= IDLE_DATA;
                      end
                      16'd5: begin
                        STP_R   <= 1'b0;
                        TX_DATA <= IDLE_DATA;
                      end
                      16'd7: begin
                        TX_DATA <= IDLE_DATA;
                        SYS_STATE <= CONFIGURATION_COMPLETE ;   
                        data_counter <= 16'd0;
                      end 
                      default: begin data_counter<= 16'b0;end
                    endcase
             end end
          CONFIGURATION_COMPLETE: begin
          data_counter <= 16'd0;
          TX_DATA <= IDLE_DATA;
          SYS_STATE <= TRANSMIT_DATA;
          end
          TRANSMIT_DATA: begin
         if(READY_GO) begin
            case(TRX_STATE)
                RX_MODE: begin
                case (data_counter)
                16'd1: begin
                    STP_R= 1'b0;
                    RX_DATA[7:0] = DATA_OUT;
                    DATA_VALID = 1'b0;
                end
                16'd4:begin
                if(NXT) begin
                    RX_DATA[7:0] = DATA_OUT;
                end
                end
                16'd6:begin
                if(NXT) begin
                    RX_DATA[15:8] = DATA_OUT;
                    DATA_VALID=1'b1;
                end
                end
                16'd7: begin
                if(NXT)SYS_STATE<= IDLE;
                end
                endcase
                end
             TX_MODE: begin   
                 if(!DIR)begin 
                 case(data_counter)
                 16'd1:  begin
                 DATA_OUT<= TXD_CMD_USB_TX;
                data_counter<=data_counter+1;
                 end
                16'd2: begin
                data_counter=data_counter+1;
                end
                16'd3: begin
                data_counter=data_counter+1;
                end
                16'd4: begin
                if(NXT) DATA_OUT<= Data_trx[7:0]; 
                data_counter<=data_counter+1;
                end
                16'd5: begin
                if(NXT) DATA_OUT<= Data_trx[15:8]; 
                data_counter<=data_counter+1;
                end
                16'd6: begin
                 DATA_OUT<= Data_trx[23:16]; 
                data_counter<=data_counter+1;
                end
               16'd7: begin
                data_counter<=data_counter+1;
                end
                16'd8: begin
                if(NXT) DATA_OUT<= Data_trx[31:24]; 
                data_counter<=data_counter+1;
                end
                16'd9: begin
                 if(NXT) SYS_STATE<=IDLE; 
                data_counter<=0;
                end
            endcase
            end
         end
      endcase
    end
end
endcase
 end 
end
endmodule
--- run.sh ---
#!/bin/bash
# OpenROAD 26Q1-2900-gdf79404cd8, Yosys 0.63+post, stock flow scripts
make -C /OpenROAD-flow-scripts/flow DESIGN_CONFIG=/design/flow/config.mk WORK_HOME=/design/flow/orfs finish
--- config.mk ---
export PLATFORM = sky130hd
export DESIGN_NAME = usbModule
export DESIGN_NICKNAME = usbModule
export VERILOG_FILES = /design/flow/design.v
export SDC_FILE = /design/flow/constraint.sdc
export NUM_CORES = 4
export LEC_CHECK = 1
export CORE_UTILIZATION = 40
--- constraint.sdc ---
current_design usbModule

set clk_period 5.3
set clk_io_pct 0.2

create_clock -name clk0 -period $clk_period [get_ports {CLK_USB}]

set non_clock_inputs [all_inputs -no_clocks]
set_input_delay [expr $clk_period * $clk_io_pct] -clock clk0 $non_clock_inputs
set_output_delay [expr $clk_period * $clk_io_pct] -clock clk0 [all_outputs]
==> out/metrics.yaml <==
power_and_ir_drop:
  power_per_cell_area_nw_per_um2: 404
  leakagePower_nw: 1.06
  ir_drop_mv: 0.217
logic_synthesis:
  async_flop_share_pct: 14.0
  synth_top_area_share_pct: 23.9
  yosys.stat.seqShare_pct: 47.6
  yosysTopAreaCell: "edfxtp_1"
  synth-main-ff-cell: "dfxtp_1"
  ys_cells: 226
  syn_inst: 226
  top_cell: "nor2_1"
  synthDistinctLibCells: 54
  syn-cell-area_um2: 2260
  synthTopCellsByCount: "nor2_1, dfxtp_1, edfxtp_1, inv_1"
  synth_flops: 43
  yosys_area_um2: 2260
  edf_count: 18
  topCellsByArea: "edfxtp_1, dfxtp_1, nor2_1"
  yosysWarnings: 33
  synth.avg_cell_area_um2: 10.0
floorplan:
  die_y_um: 77.2
  die_w_um: 77.2
  placementRows: 27
  initial_core_util_pct: 41.3
  io_pins: 15
  die_area_um2: 5950
  coreArea_um2: 5470
clock_tree:
  post_cts_buffers: 0
  clockRootBuffer: "clkbuf_8"
  post_cts_resized: 0
  h-tree-depth: 2
  cts_made_buffers: 5
  cts.sinks: 43
  clk_latency_ns: 0.36
  clock_path_buffers: 2
  cts_hold_buf: 0
  cts_tree: "done"
  clkTransAtPathRegs_ns: 0.08
setup_path:
  cp_max_fo: 16
  slowest_stage: "clkdlybuf4s50_1"
  worst_path_largest_cell_delay_ns: 0.50
  critPathLaunchType: "input port"
  worst_r2r_endpoint: "data_counter[9]"
  end_kind: "register"
  r2r_start: "READY_GO"
  cp.arrival_ns: 2.54
  critPathLaunch: "DIR"
  r2r_cells: 6
  ff2ff_setup_slack_ns: 1.00
  critical_path.cell_chain: "clkdlybuf4s50_1 -> o21ai_0 -> a21oi_1 -> nor4_1 -> a21boi_2 -> buf_12"
  timing.critical_path.to: "data_counter[9]"
  worstSetupPathType: "input port to register"
  worstPathRequired_ns: 2.70
cells_and_area:
  syn2layout_area_growth_pct: 15.2
  n_fill_cell: 545
  layout-drive-gt1-share_pct: 11.2
global_route:
  grt_pass1_wl_um: 6990
  grt_pass1_vias: 1548
  grt-ovfl-total: 0
  grt_util_all_layers_pct: 14.9
  antenna_found_initial: 0
  grt_max_degree: 17
route:
  diodes: 0
  ant_nets: 0
  drt_pass1_iterations: 4
  drt-total-wl_um: 4120
  drtIter0Drc: 68
  drc: 0
  via_per_inst: 4.84
  avgRoutedWirePerCell_um: 12.1
  routed-via-count: 1647
final_timing:
  slew_headroom_pct: 57.5
  worstMarginPinSlew_ns: 0.637
  slew_violations: 0
  clock_skew_ns: 0.0698
  worst_slack_ns: 0.168
  setup_viol: 0
  finalHoldWorstSlack_ns: 0.485
  rsz0062_at_grt: "no"
  hold_viol: 0
run_status:
  status: "finished, final reports clean"
place:
  port_buffers: 6
  dp_hpwl_um: 2800
  dp_slack_ns: -0.156
  gp_congestion: 0.818
run:
  openroad.warnings: 51
  max-cap-violations: 0
min_path:
  hp-class: "register to register"
[routing by layer]
layer | share of wire (%) | GRT usage, % | up-vias
li1 | - | - | 857
met1 | 50 | 24.1 | 754
met2 | 44 | 21.5 | 30
met3 | 4.2 | 3.39 | 6
met4 | 1.3 | 2.83 | 0
met5 | 0 | 0 | -
[where the power goes]
part	internal [mW]	switching (mW)
registers	0.407	0.0731
clock network	0.113	0.159
logic	0.148	0.152
[registers in the layout, summed over array words and instances, names as in the netlist]
name	count
INITIATE_BOOT	1
BOOT_UP_DONE	1
TRX_STATE	1
data_counter	16
STP_R	1
BOOTUP_COUNTER	16
READY_GO	1
SYS_STATE	5
USB_RST_R	1
[through the flow]
step	instances	setup TNS, ns	util [%]	instance area, µm²	power, mW
floorplan	243	0	-	2330	0.735
global placement	312	-3.09	44.6	2440	0.811
detailed placement	312	-2.54	44.6	2440	0.809
CTS	340	0	47.6	2600	1.07
global route	340	0	47.6	2600	1.14
finish	340	0	47.6	2600	1.05
[how the worst min path moves through the flow]
stage                              from                 to  slack (ns)  cells after the start
final                 BOOTUP_COUNTER[0]  BOOTUP_COUNTER[0]        0.49                      1
after global routing          USB_RST_R          USB_RST_R        0.50                      1
after CTS                     USB_RST_R          USB_RST_R        0.49                      1
[final cells by class]
cell class | count | area [µm²] | share of cell area [%]
Sequential cell | 43 | 1070 | 41.3
Tap cell | 72 | 90.1 | 3.46
Clock buffer | 5 | 68.8 | 2.64
Timing Repair Buffer | 11 | 110 | 4.23
Multi-Input combinational cell | 172 | 1110 | 42.7
Clock inverter | 24 | 100 | 3.84
Inverter | 13 | 48.8 | 1.87
[worst max-delay path, delay by kind of cell]
family          cells  cell delay [ns]
simple gates        1             0.25
buf+inv             2             0.67
compound gates      3             0.54
[placed cells by master, fill, tap and decap left out, types with 3 or more instances in the layout]
master / instances
nor2_1: 29
conb_1: 19
nand3b_1: 4
clkbuf_8: 5
a21oi_1: 3
o211ai_1: 5
xnor2_1: 5
clkdlybuf4s50_1: 6
or4_4: 3
dfstp_2: 3
nor4_1: 5
ha_1: 7
edfxtp_1: 18
buf_4: 4
o21ai_0: 7
xor2_1: 12
nand2_1: 12
nand3_1: 9
inv_1: 34
and2_1: 3
nand4_1: 4
dfxtp_1: 19
dfrtn_1: 3
a31oi_1: 3
nand2b_1: 5
[cells by family after synthesis]
family / share of synthesized area (%)
other: 0.332
flip-flops: 47.6
XOR/XNOR: 6.59
AND/OR/NAND/NOR: 24.0
buffers and inverters: 6.26
adder cells (fa/ha/maj): 3.88
multiplexers: 0.443
AND-OR/OR-AND: 10.9
No activity file was given, so power comes from the tool's default toggle rates.
